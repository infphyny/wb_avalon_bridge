===== flow/design.v =====
module avalon_to_wb_bridge #(
	parameter DW = 32,	 
	parameter AW = 32	 
)(
	input 		  wb_clk_i,
	input 		  wb_rst_i,
	input [AW-1:0] 	  s_av_address_i,
	input [DW/8-1:0]  s_av_byteenable_i,
	input 		  s_av_read_i,
	output [DW-1:0]   s_av_readdata_o,
	input [7:0] 	  s_av_burstcount_i,
	input 		  s_av_write_i,
	input [DW-1:0] 	  s_av_writedata_i,
	output 		  s_av_waitrequest_o,
	output 		  s_av_readdatavalid_o,
	output [AW-1:0]   wbm_adr_o,
	output [DW-1:0]   wbm_dat_o,
	output [DW/8-1:0] wbm_sel_o,
	output 		  wbm_we_o,
	output 		  wbm_cyc_o,
	output 		  wbm_stb_o,
	output [2:0] 	  wbm_cti_o,
	output [1:0] 	  wbm_bte_o,
	input [DW-1:0] 	  wbm_dat_i,
	input 		  wbm_ack_i,
	input 		  wbm_err_i,
	input 		  wbm_rty_i
);
reg read_access;
always @(posedge wb_clk_i)
	if (wb_rst_i)
		read_access <= 0;
	else if (wbm_ack_i | wbm_err_i)
		read_access <= 0;
	else if (s_av_read_i)
		read_access <= 1;
reg readdatavalid;
reg [DW-1:0] readdata;
always @(posedge wb_clk_i) begin
	readdatavalid <= (wbm_ack_i | wbm_err_i) & read_access;
	readdata <= wbm_dat_i;
end
assign wbm_adr_o = s_av_address_i;
assign wbm_dat_o = s_av_writedata_i;
assign wbm_sel_o =  s_av_byteenable_i;
assign wbm_we_o = s_av_write_i;
assign wbm_cyc_o = read_access | s_av_write_i;
assign wbm_stb_o = read_access | s_av_write_i;
assign wbm_cti_o = 3'b111;  
assign wbm_bte_o = 2'b00;
assign s_av_waitrequest_o = !(wbm_ack_i | wbm_err_i);
assign s_av_readdatavalid_o = readdatavalid;
assign s_av_readdata_o = readdata;
endmodule

===== flow/run.sh =====
#!/bin/bash
# OpenROAD 26Q1-2900-gdf79404cd8, Yosys 0.63+post, stock flow scripts
make -C /OpenROAD-flow-scripts/flow DESIGN_CONFIG=/design/flow/config.mk WORK_HOME=/design/flow/orfs finish

===== flow/config.mk =====
export PLATFORM = sky130hd
export DESIGN_NAME = avalon_to_wb_bridge
export DESIGN_NICKNAME = avalon_to_wb_bridge
export VERILOG_FILES = /design/flow/design.v
export SDC_FILE = /design/flow/constraint.sdc
export NUM_CORES = 4
export LEC_CHECK = 1
export CORE_AREA = 10 10 95 95
export DIE_AREA = 0 0 105 105

===== flow/constraint.sdc =====
current_design avalon_to_wb_bridge

set clk_period 1.0
set clk_io_pct 0.2

create_clock -name clk0 -period $clk_period [get_ports {wb_clk_i}]

set non_clock_inputs [all_inputs -no_clocks]
set_input_delay [expr $clk_period * $clk_io_pct] -clock clk0 $non_clock_inputs
set_output_delay [expr $clk_period * $clk_io_pct] -clock clk0 [all_outputs]

==> Table 3: Implementation characteristics <==
Physical design parameters

Parameter                              Value

Place
  Global placement routability congestion    0.650
  Placed cells    218
  PortBufs    74
  Final HPWL DP    2520 um

Final layout
  Count of fill cells added during filler insertion    between 700 and 800
  Area Overhead vs Synth    28.4%
  Non-Filler Instances    229
  Top Layout Cells    sky130_fd_sc_hd__clkdlybuf4s50_1 (34), sky130_fd_sc_hd__dfxtp_1 (23), sky130_fd_sc_hd__clkdlybuf4s15_1 (16), sky130_fd_sc_hd__clkbuf_2 (13), sky130_fd_sc_hd__dfxtp_2 (11)
  Share of post-route cells with drive strength above 1    35.3%
  Leading cell type in the layout, fill and taps excluded    sky130_fd_sc_hd__clkdlybuf4s50_1

Setup path
  Crit Reg-Reg Startpoint    read_access$_SDFFE_PP0P_
  Worst Setup Start Kind    flop
  Top fanout value on the critical path    2
  Family with the most delay on the worst path    flip-flops
  Reg-to-reg setup timing slack    0.28 ns
  Critical path data required time    0.80 ns
  Slowest stage cell on the critical path    sky130_fd_sc_hd__dfxtp_2
  Logic depth of the worst path, buffers included    2
  Data arrival time at the worst-slack endpoint    about 0.92 ns
  Worst stage delay on the critical path    0.32 ns
  Endpoint of the most critical setup path    wbm_stb_o
  Capture point of the worst reg-to-reg path    read_access$_SDFFE_PP0P_
  Critical-path cell list    or2_1 -> buf_2
  Source of the critical timing path    read_access$_SDFFE_PP0P_
  Worst Path Buf+Inv    1
  Type of the worst setup path    reg2out
  Kind of capture point of the worst setup path    output pin
  Number of cells on the worst reg-to-reg path    3

Logic synthesis
  Dominant cell type by area after synthesis    sky130_fd_sc_hd__dfxtp_1
  Main area contributors    sky130_fd_sc_hd__dfxtp_1 (53%), sky130_fd_sc_hd__buf_4 (44%), sky130_fd_sc_hd__nor4_2 (0.97%)
  Cell variety after synth    7
  Number of flip-flops and latches in the synthesized netlist    34
  Syn avg cell area    11.1 um^2
  Yosys chip area    1280 um^2
  Mapped Area    1280 um^2
  Count of yosys warnings during synthesis    1
  Ys cells    116
  Synth Instances    116
  Top cell area share    53.0%
  Sequential area share after synthesis    53.0%

Clock tree
  TritonCTS Buffers    5
  Clock insertion delay at the later pin of the skew report    0.28 ns
  Clock Pin Slew Worst Setup and Hold Paths    0.07 ns
  Maximum clock insertion buffer count    2
  Clock tree from TritonCTS    yes
  CTS H-tree depth    2
  Hold bufs inserted after CTS    0
  Clock Sinks    34
  Root buffer cell    sky130_fd_sc_hd__clkbuf_8

Power and ir drop
  Static Leak    a little over 0.7 nW
  Overall power consumption    2.74 mW
  Pwr/cell area    1660 nW/um^2
  Largest vdd supply drop    about 0.46 mV

Drt
  Detailed-routing iteration count for the pre-antenna-repair pass    2
  Drt initial violations    11
  Via count    between 700 and 800
  Antenna cell count    0
  Number of nets still failing antenna checks after routing    0
  Routed length per instance    around 13 um
  DRC    0
  Drt via density    3.10
  WL final    between 3000 and 4000 um

Timing
  Final critical-path setup slack    -0.123 ns
  Final TNS setup    -0.245 ns
  Final max-slew violation count    0
  Clock period minus final worst setup slack    1.12 ns
  Max Clk Rate    0.890 GHz
  Final setup viols    2
  Min Hold Slack    0.318 ns
  Ratio of final minimum period to clock period    112%
  Final count of hold timing violations    0
  RSZ-0062 raised after global routing    true
  Final worst clock skew    0.000116 ns

Run status
  Run status    complete, but fails checks
  Violated checks    negative setup slack

Die
  Floorplan core density    between 10% and 20%
  Chip height    around 110 um
  Die area    11000 um^2
  Area of the core    6910 um^2
  Total I/O pin count    225
  FP Rows    30
  Width of the die    approximately 110 um

Global route
  All-layer global routing usage    between 5 and 6%
  First-pass GRT wire length    4510 um
  Via count of the first global-routing pass    778
  Remaining global-route overflow    0
  Number of antenna violations at the first check in global routing    0
  Largest net degree at the start of global routing    11

Min path
  Type of the worst min-delay path    in2reg

Flow run
  Tool warnings    36
  Count of max-cap constraint violations    0
-- worst min-delay path, cell delays in order --
cell and delay [ns]:
sky130_fd_sc_hd__dlygate4sd2_1 0.22, sky130_fd_sc_hd__buf_4 0.11, sky130_fd_sc_hd__nor4_2 0.03
-- registers in the layout, summed over array words and instances (netlist names) --
| name | count |
|---|---|
| read_access | 1 |
| readdata | 32 |
| readdatavalid | 1 |
-- what timing repair did --
item / in CTS / in global routing
pin swaps: 2 / 1
gates cloned: 0 / 0
resized: 89 / 23
setup buffers: 2 / 1
endpoints found under the setup margin: 37 / 21
-- how the worst min path moves through the flow --
stage | startpoint | cells past startpoint | slack, ns | to
after global routing | wbm_ack_i | 3 | 0.31 | read_access$_SDFFE_PP0P_
after CTS | wbm_ack_i | 3 | 0.30 | read_access$_SDFFE_PP0P_
final | wbm_ack_i | 3 | 0.32 | read_access$_SDFFE_PP0P_
-- power breakdown --
| part | switching (mW) | internal (mW) | total [mW] |
|---|---|---|---|
| logic | 0.0411 | 0.205 | 0.246 |
| clock network | 0.492 | 0.556 | 1.05 |
| registers | 0.0157 | 1.43 | 1.44 |
| total | 0.548 | 2.19 | 2.74 |
-- logic make-up (layout without fill, tap and decap cells) --
kind of cell | Yosys count | count (layout) | synth area share, %
buf+inv | 75 | 89 | 43.9
flops | 34 | 34 | 53.0
other cells | 2 | 5 | 0.585
simple gates | 5 | 5 | 2.53
-- metrics by stage --
| stage | utilization, % | worst slack [ns] | cell area, um^2 |
|---|---|---|---|
| after global placement | 23.5 | -0.448 | 1620 |
| after global routing | 23.9 | -0.181 | 1650 |
| after floorplan | - | 0.185 | 1290 |
| final | 23.9 | -0.123 | 1650 |
| after detailed placement | 23.5 | -0.464 | 1620 |
| after CTS | 24.5 | -0.153 | 1690 |
-- area by class of cell --
type | instances | area, um^2 | area share, %
well taps | 96 | 120 | 7.29
clock buffers | 7 | 86.3 | 5.24
repair buffers | 81 | 688 | 41.8
flip-flops and latches | 34 | 694 | 42.1
multi-input cells | 10 | 53.8 | 3.26
clock inverters | 1 | 5.00 | 0.304
-- routing by layer --
layer / up-vias / track usage [%] / part of all wire, %
li1: 299 / - / -
met1: 288 / 4.77 / 34
met2: 86 / 7.03 / 38
met3: 37 / 4.72 / 19
met4: 0 / 4.22 / 8.5
met5: - / 0 / 0
-- Yosys cell counts --
cell type	count
sky130_fd_sc_hd__nor4_2	1
sky130_fd_sc_hd__buf_4	75
sky130_fd_sc_hd__dfxtp_1	34
sky130_fd_sc_hd__nor2_1	2
sky130_fd_sc_hd__nor2b_1	1
sky130_fd_sc_hd__or2_1	1
sky130_fd_sc_hd__conb_1	2
Power is estimated from default activity; no workload was simulated.
